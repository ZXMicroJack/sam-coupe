==> design.v <==
module diskdrives#(parameter NR_DISK = 2, parameter SHARED_FDC = 0) (
	input wire[7:0] disk_data_in,
	output wire[7:0] disk_data_out,
	output wire[31:0] disk_sr,
	input wire[31:0] disk_cr,
	input wire disk_data_clkout,
	input wire disk_data_clkin,
	input wire[1:0] disk_wp,
	input wire disk1_n,
	input wire disk2_n,
	input wire[2:0] cpuaddr,
	input wire rd_n,
	input wire wr_n,
	input wire[7:0] data_from_cpu,
	output wire[7:0] wd1770_dout,
	output wire[7:0] wd1770_dout2,
	input wire rstn,
	input wire clk12,
	input wire clk24
);
	generate if (SHARED_FDC == 1) begin
	assign wd1770_dout2 = wd1770_dout;
	wd1770 wd1770_inst(
		.dd0in(disk_data_in),
		.dd0inclk(disk_data_clkin),
		.dd0out(disk_data_out),
		.dd0outclk(disk_data_clkout),
		.dsr(disk_sr),
		.dcr(disk_cr),
		.drsel(disk1_n),
		.drwp({disk_wp[0], disk_wp[1]}),
		.clk(clk12),
		.din(data_from_cpu[7:0]),
		.dout(wd1770_dout[7:0]),
		.a1_0(cpuaddr[1:0]),
		.rd(!(disk1_n && disk2_n) && !rd_n),
		.wr(!(disk1_n && disk2_n) && !wr_n),
		.rstn(rstn),
		.side(cpuaddr[2])
		);
	end endgenerate
	reg wd1770_switch = 1'b0;
	wire[7:0] disk_data_out1;
	wire[7:0] disk_data_out2;
	wire[31:0] disk_sr1;
	wire[31:0] disk_sr2;
	generate if (SHARED_FDC == 0) begin
	reg prev_disk1_n = 1'b1;
	reg prev_disk2_n = 1'b1;
	always @(posedge clk24) begin
		{prev_disk1_n, prev_disk2_n} <= {disk1_n, disk2_n};
		if (!disk1_n && prev_disk1_n) wd1770_switch <= 1'b0;
		if (!disk2_n && prev_disk2_n) wd1770_switch <= 1'b1;
	end
	assign disk_data_out = wd1770_switch ? disk_data_out2 : disk_data_out1;
	assign disk_sr = wd1770_switch ? disk_sr2: disk_sr1;
	wd1770 wd1770_inst(
		.dd0in(disk_data_in),
		.dd0inclk(disk_data_clkin & ~wd1770_switch),
		.dd0out(disk_data_out1),
		.dd0outclk(disk_data_clkout & ~wd1770_switch),
		.dsr(disk_sr1),
		.dcr(wd1770_switch ? 32'd0 : disk_cr),
		.drsel(1'b1),
		.drwp({1'b1, disk_wp[0]}),
		.clk(clk12),
		.din(data_from_cpu[7:0]),
		.dout(wd1770_dout[7:0]),
		.a1_0(cpuaddr[1:0]),
		.rd(!disk1_n && !rd_n),
		.wr(!disk1_n && !wr_n),
		.rstn(rstn),
		.side(cpuaddr[2])
		);
  end endgenerate
	generate if (NR_DISK == 2 && SHARED_FDC == 0) begin
	wd1770 wd1770_inst2(
		.dd0in(disk_data_in),
		.dd0inclk(disk_data_clkin & wd1770_switch),
		.dd0out(disk_data_out2),
		.dd0outclk(disk_data_clkout & wd1770_switch),
		.dsr(disk_sr2),
		.dcr(wd1770_switch ? disk_cr : 32'd0),
		.drsel(1'b0),
		.drwp({disk_wp[1], 1'b0}),
		.clk(clk12),
		.din(data_from_cpu[7:0]),
		.dout(wd1770_dout2[7:0]),
		.a1_0(cpuaddr[1:0]),
		.rd(!disk2_n && !rd_n),
		.wr(!disk2_n && !wr_n),
		.rstn(rstn),
		.side(cpuaddr[2])
		);
  end endgenerate;
endmodule
module fifo#(parameter RAM_SIZE = 256, parameter ADDRESS_WIDTH = 8, parameter WORD_SIZE = 8)(
  output wire [WORD_SIZE-1:0] q,
  input wire [WORD_SIZE-1:0] d,
  input wire clk,
  input wire write,
  input wire read,
  input wire reset,
  output wire empty,
  output wire full);
  reg[WORD_SIZE-1:0] mem [0:RAM_SIZE-1]  ;
  reg[ADDRESS_WIDTH-1:0] raddr = 0;
  reg[ADDRESS_WIDTH-1:0] raddr_l = 0;
  reg[ADDRESS_WIDTH-1:0] waddr = 0;
  reg[ADDRESS_WIDTH:0] size = 0;
  reg prev_write = 1'b0;
  reg prev_read = 1'b0;
  always @(posedge clk) begin
    prev_write <= write;
    prev_read <= read;
    if (prev_write && !write && size != RAM_SIZE) begin
      mem[waddr] <= d;
      waddr <= waddr + 1;
      size <= size + 1;
    end
    else if (prev_read && !read && size != 0) begin
      raddr <= raddr + 1;
      size <= size - 1;
    end
    else if (reset) begin
      raddr <= 1'b0;
      waddr <= 1'b0;
      size <= 1'b0;
    end
  end
  assign empty = size == 0;
  assign q = mem[raddr];
  assign full = size == RAM_SIZE;
endmodule
module wd1770(
  input wire[7:0] dd0in,
  input wire dd0inclk,
  output wire[7:0] dd0out,
  input wire dd0outclk,
  output reg[31:0] dsr,
  input wire[31:0] dcr,
  input wire clk,
  input wire drsel,
  input wire[1:0] drwp,
  input wire [7:0] din,
  output reg[7:0] dout,
  input wire [1:0] a1_0,
  input wire rd,
  input wire wr,
  input wire rstn,
  input wire side
  );
  reg[7:0] trk;
  reg[7:0] sect;
  reg step_in = 1'b1;
  reg cmd_is_type_1 = 1'b0;
  reg motor_on = 1'b0;
  reg disk_wp = 1'b0;
  reg datamark_n = 1'b0;
  reg lostdata = 1'b0;
  reg[31:0] spincount = 32'd0;
  reg spinning = 1'b0;
  parameter CR = {2'b01, 2'b00};
  parameter SR = {2'b10, 2'b00};
  parameter TRKW = {2'b01, 2'b01};
  parameter TRKR = {2'b10, 2'b01};
  parameter SECTW = {2'b01, 2'b10};
  parameter SECTR = {2'b10, 2'b10};
  parameter DATAW = {2'b01, 2'b11};
  parameter DATAR = {2'b10, 2'b11};
  parameter TRK = 2'b01;
  parameter SECT = 2'b10;
  parameter DATA = 2'b11;
  localparam CR_ACK = 4;
  localparam CR_ERR = 3;
  localparam SR_DRST = 23;
  localparam SR_RSECT0 = 24;
  localparam SR_RSECT1 = 25;
  localparam SR_UNSURE  = 31;
  localparam SR_WSECT0 = 26;
  localparam SR_WSECT1 = 27;
  localparam SR_RSECT0CMD = 6'b000010;  
  localparam SR_RSECT1CMD = 6'b000100;
  localparam SR_WSECT0CMD = 6'b001000;
  localparam SR_WSECT1CMD = 6'b010000;
  localparam IDLE = 0;
  localparam READSECT = 1;
  localparam READING = 2;
  localparam WRITING = 3;
  localparam COMMIT = 4;
  localparam WAITEND = 5;
  localparam STARTREAD = 6;
  localparam STARTWRITE = 7;
  reg[2:0] state = IDLE;
  reg crcerror, recnotfound, spinupcomplete;
  wire trk0_n;
  assign trk0_n = trk != 8'h00;
  wire busy = state != IDLE;
  reg prev_rd = 1'b0, prev_wr = 1'b0;
  reg[7:0] data_reg = 8'h00;
  wire[7:0] fifo_out_data;
  wire fifo_empty;
  reg fifo_reset = 1'b0;
  reg fifo_out_read = 1'b0;
  reg side_latched = 1'b0;
  fifo #(.RAM_SIZE(512), .ADDRESS_WIDTH(9)) fifo_in(
    .q(fifo_out_data),
    .d(dd0in),
    .clk(clk),
    .write(dd0inclk),
    .read(fifo_out_read),
    .reset(fifo_reset),
    .empty(fifo_empty));
  reg fifo_in_write = 1'b0;
  reg[7:0] fifo_in_data = 8'h00;
  reg[9:0] fifo_in_size = 1'b0;
  wire fifo_out_empty;
  reg drq = 1'b0;
  reg index = 1'b0;
  fifo #(.RAM_SIZE(512), .ADDRESS_WIDTH(9)) fifo_out(
    .q(dd0out),
    .d(fifo_in_data),
    .clk(clk),
    .write(fifo_in_write),
    .read(dd0outclk),
    .reset(fifo_reset),
    .empty(fifo_out_empty));
  always @(posedge clk) begin
		if (spincount[31:0] == 32'd60000000)
			spinning <= 1'b0;
		else
			spincount[31:0] <= spincount[31:0] + 1;
    if (!rstn) begin
      drq <= 1'b0;
      dsr[31:0] <= 0;
      fifo_reset <= 1;
      fifo_in_size <= 1'b0;
      state <= IDLE;
    end else fifo_reset <= 0;
    case ({(!prev_rd && rd), (!prev_wr && wr), a1_0[1:0]})
      CR: begin
        disk_wp <= 1'b0;
        cmd_is_type_1 <= !din[7] || din[7:4] == 4'hd;
				side_latched <= side;
        drq <= 1'b0;  
        casez(din)
          8'b0000????: begin  
            trk <= 8'h00;
						spincount[31:0] <= 32'd0;
						spinning <= 1'b1;
            end
          8'b0001????: begin  
            trk <= data_reg;
						spincount[31:0] <= 32'd0;
						spinning <= 1'b1;
          end
          8'b001?????: begin  
            if (step_in && din[4] && trk != 8'hff)
              trk <= trk + 1;
            else if (!step_in && din[4] && trk != 8'h00)
              trk <= trk - 1;
						spincount[31:0] <= 32'd0;
						spinning <= 1'b1;
          end
          8'b010?????: begin  
            if (din[4] && trk != 8'hff)
              {trk, step_in} <= {trk + 1, 1'b1};
						spincount[31:0] <= 32'd0;
						spinning <= 1'b1;
          end
          8'b011?????: begin  
            if (din[4] && trk != 8'h00)
              {trk, step_in} <= {trk - 1, 1'b0};
						spincount[31:0] <= 32'd0;
						spinning <= 1'b1;
          end
          8'b100?????: begin  
						spincount[31:0] <= 32'd0;
						spinning <= 1'b1;
            state <= STARTREAD;
          end
          8'b101?????: begin  
            if (drwp[drsel]) begin
              disk_wp <= 1'b1;
              state <= IDLE;
            end else begin
              state <= STARTWRITE;
            end
						spincount[31:0] <= 32'd0;
						spinning <= 1'b1;
          end
          8'b1100????: begin  
          end
          8'b1110????: begin  
          end
          8'b1111????: begin  
            if (drwp[drsel]) begin
              disk_wp <= 1'b1;
              state <= IDLE;
            end else begin
              state <= IDLE;
            end
						spincount[31:0] <= 32'd0;
						spinning <= 1'b1;
          end
          8'b1101????: begin  
						drq <= 1'b0;
						fifo_reset <= 1;
						fifo_in_size <= 1'b0;
						state <= IDLE;
						spincount[31:0] <= 32'd0;
						spinning <= 1'b1;
          end
        endcase  
        recnotfound <= 1'b0;
      end  
      SR: begin
        index <= spinning ? !index : 0;
        dout <= cmd_is_type_1 ?
          {motor_on,    1'b0, spinupcomplete, recnotfound, crcerror,  !trk0_n, index, busy} :
          {motor_on, disk_wp,     datamark_n, recnotfound, crcerror, lostdata, drq, busy};
        if (state == READING) begin
          drq <= !fifo_empty;
          if (fifo_empty) begin
            state <= IDLE;
          end
          if (!dcr[CR_ACK]) dsr[SR_DRST] <= 1'b0;
        end else if (state == WRITING) begin
          drq <= fifo_in_size != 512;
        end if (state == WAITEND && !dcr[CR_ACK]) begin
          dsr[SR_DRST] <= 1'b0;
          fifo_in_size <= 0;
          state <= IDLE;
        end
      end
      TRKW: trk <= din;
      TRKR: dout <= trk;
      SECTW: sect <= din;
      SECTR: dout <= sect;
      DATAW: begin
        data_reg <= din;
        if (state == WRITING) begin
          fifo_in_write <= 1'b1;
          fifo_in_data <= din;
          fifo_in_size <= fifo_in_size + 1;
          if (fifo_in_size == 511) begin
            if (drsel)
              dsr[28:0] <= {SR_WSECT1CMD, 7'd0, side_latched, trk[6:0], sect[7:0]};
            else
              dsr[28:0] <= {SR_WSECT0CMD, 7'd0, side_latched, trk[6:0], sect[7:0]};
            state <= COMMIT;
          end
          drq <= 1'b0;
        end
      end
      DATAR: begin
        drq <= 1'b0;
        if (state == READING && !fifo_empty) begin
          fifo_out_read <= 1'b1;
          dout[7:0] <= fifo_out_data[7:0];
        end else begin
            dout[7:0] <= 8'hff;
        end
      end
      default: begin
        fifo_out_read <= 1'b0;
        fifo_in_write <= 1'b0;
        fifo_reset <= 1'b0;
      end
    endcase
    prev_rd <= rd;
    prev_wr <= wr;
    if (dcr[CR_ACK] && state == COMMIT) begin  
      dsr[SR_WSECT0] <= 1'b0;  
      dsr[SR_WSECT1] <= 1'b0;  
      dsr[SR_DRST] <= 1'b1;  
      recnotfound <= dcr[CR_ERR];
      state <= dcr[CR_ERR] ? IDLE : WAITEND;
    end
    if (dcr[CR_ACK] && state == READSECT) begin  
      dsr[SR_RSECT0] <= 1'b0;  
      dsr[SR_RSECT1] <= 1'b0;  
      dsr[SR_DRST] <= 1'b1;  
      recnotfound <= dcr[CR_ERR];
      state <= dcr[CR_ERR] ? IDLE : READING;
    end
    if (state == STARTREAD) begin
      state <= READSECT;
      fifo_reset <= 1'b1;
      if (drsel)
        dsr[28:0] <= {SR_RSECT1CMD, 7'd0, side_latched, trk[6:0], sect[7:0]};
      else
        dsr[28:0] <= {SR_RSECT0CMD, 7'd0, side_latched, trk[6:0], sect[7:0]};
    end
    if (state == STARTWRITE) begin
      state <= WRITING;
      fifo_reset <= 1'b1;
      fifo_in_size <= 1'b0;
    end
  end
endmodule
==> run.sh <==
#!/bin/bash
# OpenROAD 26Q1-2900-gdf79404cd8, Yosys 0.63+post, stock flow scripts
make -C /OpenROAD-flow-scripts/flow DESIGN_CONFIG=/design/flow/config.mk WORK_HOME=/design/flow/orfs finish
==> config.mk <==
export PLATFORM = sky130hd
export DESIGN_NAME = diskdrives
export DESIGN_NICKNAME = diskdrives
export VERILOG_FILES = /design/flow/design.v
export SDC_FILE = /design/flow/constraint.sdc
export NUM_CORES = 4
export LEC_CHECK = 1
export CORE_UTILIZATION = 50
export SYNTH_MEMORY_MAX_BITS = 65536
==> constraint.sdc <==
current_design diskdrives

set clk_period 537.3
set clk_io_pct 0.2

create_clock -name clk0 -period $clk_period [get_ports {clk12}]
create_clock -name clk1 -period $clk_period [get_ports {clk24}]

set non_clock_inputs [all_inputs -no_clocks]
set_input_delay [expr $clk_period * $clk_io_pct] -clock clk0 $non_clock_inputs
set_output_delay [expr $clk_period * $clk_io_pct] -clock clk0 [all_outputs]
==> results.rst <==
Flow metrics
------------

.. list-table::
   :header-rows: 1

   * - Metric
     - Value
   * - 1st-iter DRT viols
     - 22300
   * - Most instantiated cells after synthesis
     - edfxtp_1, mux4_2, nor2_1, clkbuf_1, nand2_1
   * - Area used by sequential logic in the layout
     - 0.502 mm²
   * - CP Max Fanout
     - 66
   * - Basic-gate share of the synthesized area counting and, or, nand and nor cells
     - 2.75%
   * - Setup repair after global routing missed its margin
     - no
   * - Maximum number of pins on one net before global-route repair
     - 138
   * - Fraction of final layout cells with drive strength greater than 1
     - 24.8%
   * - Input/output buffers
     - 81
   * - Layout fillers
     - 92800
   * - Maximum vdd drop
     - 3.17 µV
   * - Compound-Gate Fraction of Synth Area
     - 2.62%
   * - Parity-gate share of the synthesized area counting xor and xnor cells
     - 0.171%
   * - Ys flops
     - 16800
   * - Clock tree from TritonCTS
     - done
   * - # hold bufs at CTS
     - 0
   * - Num ports
     - 118
   * - Detailed Place HPWL
     - 1110000 µm
   * - Number of cell rows
     - 418
   * - Core outline area
     - 1.30 mm²
   * - Most common cell in the netlist
     - edfxtp_1
   * - Fin Hold WS
     - 0.342 ns
   * - Post-synthesis sequential area ratio
     - 77.1%
   * - Tool warnings
     - 138
   * - Overall track demand over capacity in global routing
     - 31.5%
   * - Outcome
     - finished, violations left
   * - Kind of start point of the critical path
     - flop
   * - Biggest area cells
     - edfxtp_1, mux4_2, nor2_1
   * - Distinct lib cells
     - 88
   * - Total via count in the routed design
     - 318000
   * - Flip-flop cell with the highest count after synthesis
     - edfxtp_1
   * - Final total negative setup slack
     - 0 ns
   * - Largest non-sequential cell family by area
     - multiplexers
   * - Asr flop ratio synth
     - 0%
   * - Number of endpoints failing setup at the final stage
     - 0
   * - Area of the mapped netlist
     - 0.651 mm²
   * - Mux cell area share
     - 15.8%
   * - Chip area in the Yosys report
     - 0.651 mm²
   * - Worst clock skew
     - 0.0849 ns
   * - Drt pass-1 iters
     - 8
   * - Detail Route Antenna Nets
     - 0
   * - Cells after synthesis
     - 30500
   * - Worst-Margin Slew
     - 1.53 ns
   * - Final-report max-slew violation count
     - 2
   * - Lkg Pwr
     - 0.225 µW
   * - Effective utilization at floorplan
     - 50.2%
   * - Synthesis-to-finish area growth
     - 12.1%
   * - Fin. Hold Viols
     - 0
   * - Critical path arrival
     - 9.35 ns
   * - Placer Congestion
     - 0.915
   * - Kind of critical path
     - reg2out
   * - Number of synthesis warnings
     - 7
   * - Total cells reported by yosys after synthesis
     - 30500
   * - Number of cells in the design after placement
     - 47200
   * - Top area contributor share
     - 76.5%
   * - Clock tree sinks
     - 16800
   * - Post-CTS setup buffer count
     - 0
   * - Vias in the first global route
     - 350000
   * - Global-route wire length before repair
     - 2550000 µm
   * - Power density normalized to cell area
     - 3.81 mW/mm²
   * - Adder share
     - 0.0769%
   * - Total congestion overflow after global routing
     - 0
   * - Worst Hold Class
     - reg2reg
   * - Post-cts repair resize count
     - 0
   * - Relative slew slack
     - -4.53%
   * - Number of enable-type register cells in the synthesized netlist
     - 16600
   * - Util after Layout
     - 56.3%
   * - Mean cell area of the mapped netlist
     - 21.3 µm²
   * - Detailed-route DRC error count
     - 0
   * - Max-cap check violation count
     - 1
   * - Top cell type by total area after synthesis
     - edfxtp_1
   * - Average wire per cell in the routed design
     - 35.7 µm
   * - Routed via count divided by cell count
     - 6.31
   * - Register clock-pin slew on the reported worst setup and hold paths
     - 0.06 ns
   * - Total die size
     - 1.31 mm²
   * - Die H
     - 1140 µm
   * - Required arrival time at the worst endpoint
     - 429.84 ns
   * - Die extent in x
     - 1140 µm
   * - Combinational gate area
     - 0.141 mm²
   * - Initial antenna violation count
     - 112
   * - Crit. End Element
     - primary output
   * - Non-Filler Instances
     - 50400
   * - Violations in the final reports
     - max-capacitance violations, max-slew violations
   * - WL final
     - 1800000 µm
==> critical path, stage by stage (launching register included) <==
cell and delay (ns):
edfxtp_1 0.35, buf_4 0.55, buf_12 0.53, buf_12 0.54, buf_4 0.57, buf_4 0.61
buf_4 0.51, mux4_2 0.55, mux2i_1 0.42, o21ai_0 0.22, a22oi_1 0.43, o311ai_0 0.42
nor3_1 0.86, buf_4 0.25, a2111oi_4 0.05, buf_4 0.22, a41o_1 0.38, clkdlybuf4s50_1 0.47
==> logic make-up after synthesis <==
logic type / Yosys count
mux: 4960
flops: 16800
compound gates: 2426
xor+xnor: 127
other cells: 1
buf+inv: 1990
simple gates: 4202
fa+ha+maj: 40
==> cell type report <==
type	instances	area share [%]
inverters	90	0.0516
multi-input cells	11800	19.3
well taps	17200	2.95
flip-flops and latches	16800	68.7
repair buffers	1351	1.49
clock buffers	2107	6.27
clock inverters	1021	1.21
diodes	135	0.0463
==> power by group <==
group          internal (µW)  switching [µW]
registers               1430            3.87
logic                   66.8             122
clock network            675             487
==> worst paths after layout <==
path / from / slack [ns] / cells after the start / endpoint
setup / recovery: genblk2.wd1770_inst.fifo_out.raddr[0] / 420.49 / 17 / disk_data_out[7]
hold / removal: wd1770_switch / 0.34 / 4 / genblk3.wd1770_inst2.fifo_out.prev_read
setup reg to reg: genblk3.wd1770_inst2.fifo_in.raddr[0] / 529.32 / 16 / genblk3.wd1770_inst2.dout[7]
hold reg to reg: wd1770_switch / 0.34 / 4 / genblk3.wd1770_inst2.fifo_out.prev_read
max in group clk1: disk2_n / 428.79 / 2 / wd1770_switch
min in group clk1: genblk2.prev_disk2_n / 0.45 / 2 / wd1770_switch
==> per-layer routing <==
layer	GRT usage [%]	wire length, µm	up-vias
met4	11.7	89900	230
met1	39.3	536000	162000
met2	42.8	825000	21300
met3	25.8	345000	3728
met5	2.88	5750	-
li1	-	-	131000
==> per-stage QoR <==
stage / instance area, µm² / worst slack (ns) / power, µW
3_3_place_gp: 675000 / 421.64 / 1650
3_5_place_dp: 675000 / 421.63 / 1650
4_1_cts: 730000 / 420.17 / 2800
5_1_grt: 730000 / 420.12 / 2860
2_1_floorplan: 651000 / 426.91 / 1560
6_report: 730000 / 420.49 / 2780
==> cells in the final DEF (no fill, tap or decap), types with 233 or more instances in the layout <==
cell type	Yosys	routed
a22oi_1	611	611
mux2i_1	626	626
mux4_2	4262	4262
nor2_1	2494	2468
buf_4	308	1230
nand2_1	786	724
clkbuf_1	940	323
clkinv_2	0	333
edfxtp_1	16600	16600
nand3_1	237	233
a21oi_1	459	458
clkbuf_16	0	1778
clkinv_1	3	433
o21ai_0	254	251
Power figures rest on the tool's default switching activity, not on a simulated workload.
